**flow/design.v**
```verilog
module axis_split4 #(
    parameter   DATA_W  = 32
    )(
    input   clk,
    input   rst_n,
    input   [DATA_W -1 : 0] s_axis_tdata,
    input   [2      -1 : 0] s_axis_tid,
    input                   s_axis_tvalid,
    output                  s_axis_tready,
    output  [DATA_W*4   -1 : 0] m_axis_tdata,
    output  [4          -1 : 0] m_axis_tvalid,
    input   [4          -1 : 0] m_axis_tready
    );
    genvar i;
    generate
        for (i = 0; i < 4; i = i + 1) begin: LANE
            reg     [DATA_W -1 : 0] m_axis_tdata_r;
            reg                     m_axis_tvalid_r;
            assign  m_axis_tdata[DATA_W * (i + 1) -1 : DATA_W * i] = m_axis_tdata_r;
            assign  m_axis_tvalid[i] = m_axis_tvalid_r;
            always @ (posedge clk) begin
                if (~rst_n) begin
                    m_axis_tdata_r <= 0;
                    m_axis_tvalid_r <= 1'b0;
                end
                else if (m_axis_tready[i]) begin
                    if (s_axis_tid == i && s_axis_tvalid) begin
                        m_axis_tdata_r  <= s_axis_tdata;
                        m_axis_tvalid_r <= 1'b1;
                    end
                    else begin
                        m_axis_tdata_r  <= 0;
                        m_axis_tvalid_r <= 1'b0;
                    end
                end
            end
        end
    endgenerate
    assign s_axis_tready = m_axis_tready[s_axis_tid];
endmodule
```
**flow/run.sh**
```bash
#!/bin/bash
# OpenROAD 26Q1-2900-gdf79404cd8, Yosys 0.63+post, stock flow scripts
make -C /OpenROAD-flow-scripts/flow DESIGN_CONFIG=/design/flow/config.mk WORK_HOME=/design/flow/orfs finish
```
**flow/config.mk**
```make
export PLATFORM = sky130hd
export DESIGN_NAME = axis_split4
export DESIGN_NICKNAME = axis_split4
export VERILOG_FILES = /design/flow/design.v
export SDC_FILE = /design/flow/constraint.sdc
export NUM_CORES = 4
export LEC_CHECK = 1
export CORE_UTILIZATION = 50
```
**flow/constraint.sdc**
```tcl
current_design axis_split4

set clk_period 4.3
set clk_io_pct 0.2

create_clock -name clk0 -period $clk_period [get_ports {clk}]

set non_clock_inputs [all_inputs -no_clocks]
set_input_delay [expr $clk_period * $clk_io_pct] -clock clk0 $non_clock_inputs
set_output_delay [expr $clk_period * $clk_io_pct] -clock clk0 [all_outputs]
```
==> PnR_summary.wiki <==
=== Synthesis and place and route ===
{| class="wikitable"
! Metric !! Value
|-
| Result of the run || finished, final reports clean
|-
| Post-Place Cells || 726
|-
| Final worst hold slack || between 400 and 500 ps
|-
| Area growth from synthesis to layout || 49.2%
|-
| Proportion of layout cells with a drive suffix above 1 || approximately 6.5%
|-
| Worst-case clock buffer depth || 2
|-
| Library cells used by synthesis || 17
|-
| Routability congestion estimate || 0.841
|-
| Global-route usage over all layers || roughly 28%
|-
| Starting DRT DRC Count || 180
|-
| Number of setup violations in the final report || 0
|-
| Required arrival time at the worst endpoint || approximately 3400 ps
|-
| YS chip area || roughly 0.0047 mm2
|-
| CTS buffer count || 17
|-
| Boundary pin count || approximately 170
|-
| Detailed Route WL || roughly 13,000 um
|-
| Clock tree from TritonCTS || built
|-
| Reg-to-reg critical path startpoint || LANE[0].m_axis_tdata_r[10]$_SDFFE_PN0P_
|-
| Post-detailed-route DRC marker count || 0
|-
| Post-route clock period utilization || between 70% and 80%
|-
| Cells after Synth || around 480
|-
| Postcts setup bufs || 0
|-
| Min cycle time layout || about 3200 ps
|-
| DPL Wire Length || 7830 um
|-
| Log Warnings || 26
|-
| Avg Vias per Cell || 5.46
|-
| Tightest Pin Transition || a little under 700 ps
|-
| Total via count after detailed routing || between 4,000 and 5,000
|-
| Placeable Area || between 0.009 and 0.01 mm2
|-
| Number of buffers added to fix hold violations after cts || 0
|-
| Die span in x || around 99 um
|-
| Post-synth regs || approximately 130
|-
| Worst Clk Skew || 0 ps
|-
| Cell Area, Synth || about 0.0047 mm2
|-
| Antenna violations before repair || 0
|-
| End of the worst register-to-register path || LANE[0].m_axis_tdata_r[10]$_SDFFE_PN0P_
|-
| Leakage power || 2.41 nW
|-
| Flop2flop setup slack || 3660 ps
|-
| Post-route ant nets || 0
|-
| Timing startpoint of the critical path || s_axis_tid[0]
|-
| Yosys warning count || 1
|-
| Count of buffers inserted at the top-level ports || between 150 and 200
|-
| Final Util || 76.7%
|-
| Global-route wire length before repair || between 20,000 and 25,000 um
|-
| Capture point of the critical path || s_axis_tready
|-
| Yosys Instances || about 480
|-
| Peak supply drop || about 0.28 mV
|-
| Hold WC Path Type || reg2reg
|-
| Vias in the first global route || approximately 4,000
|-
| Clock network latency to the later pin of the worst-skew pair || about 500 ps
|-
| Count of H-tree levels built during CTS || 4
|-
| Sequential-to-total area share from yosys stat || 56.2%
|-
| Max_slew headroom || a little under three fifths
|-
| Largest fanout of any net on the critical path || 5
|-
| PostCTS Resize Cnt || 0
|-
| Setup CP Type || in2out
|-
| Clock root buffer || clkbuf_8
|-
| Antenna Cells || 0
|-
| Critical Path Start Type || primary input
|-
| Chip area || approximately 0.01 mm2
|-
| Average size of a mapped cell || between 9 and 10 um2
|-
| Timing-limited maximum frequency || between 0.3 and 0.4 GHz
|-
| Number of cell instances on the worst register-to-register path || 2
|-
| Worst-path clk slew || about 60 ps
|-
| Initial core utilization || 51.4%
|-
| Number of hold violations in the final report || 0
|-
| Kind of end point of the critical path || output port
|-
| Maximum number of pins on one net before global-route repair || about 71
|-
| Mean routed wirelength per cell || about 17 um
|-
| Final slew viol count || 0
|-
| Count of non-filler cells in the finished layout || 756
|-
| Count of TritonRoute iterations in the first routing pass || 5
|-
| RSZ-0062 raised after global routing || false
|-
| Number of placement rows || 35
|-
| Power density relative to cell area || roughly 400 mW/mm2
|-
| Die span in y || between 90 and 100 um
|-
| Final global-route overflow total || 0
|-
| Arrival time of the worst setup path || about 2300 ps
|-
| Setup Total Neg Slack || 0 ps
|-
| Maximum Capacitance Violations || 0
|-
| Number of clock sinks seen by CTS || between 100 and 150
|}
-- power breakdown --
group	internal, W	switching [W]
Sequential	0.00124	0.00000933
Clock	0.000892	0.000516
Combinational	0.0000945	0.0000831
Total	0.00223	0.000609
-- cell families after synthesis --
group	count (synthesis)	synth area share, %
buffers and inverters	46	4.44
AND-OR/OR-AND	132	14.3
multiplexers	1	0.479
flip-flops	132	56.2
AND/OR/NAND/NOR	168	24.6
-- layout make-up --
cell class	count	area, um2
Clock inverter	12	159
Fill cell	613	2140
Sequential cell	132	2640
Clock buffer	18	428
Tap cell	111	139
Multi-Input combinational cell	301	1850
Timing Repair Buffer	182	1800
-- critical path: stages --
cell	delay [ps]
clkdlybuf4s50_1	550
mux4_2	510
clkdlybuf4s50_1	410
-- flip-flops by register name, summed over array words and instances (netlist names) --
register	cells
LANE.m_axis_tdata_r	128
LANE.m_axis_tvalid_r	4
-- synth_stat cells (all sizes together) --
| cell | n | area, um2 |
|---|---|---|
| clkbuf | 30 | 123 |
| nand4b | 2 | 17.5 |
| o21ai | 128 | 641 |
| a21boi | 4 | 30.0 |
| dfxtp | 132 | 2640 |
| buf | 16 | 86.3 |
| nand2b | 4 | 25.0 |
| nand4 | 1 | 6.26 |
| mux4 | 1 | 22.5 |
| nand3b | 128 | 961 |
| nand2 | 32 | 120 |
| nand4bb | 1 | 27.5 |
-- worst min path at each step --
stage,end,cells after the start,from
4_1_cts,LANE[0].m_axis_tdata_r[15]$_SDFFE_PN0P_,2,LANE[0].m_axis_tdata_r[15]$_SDFFE_PN0P_
5_1_grt,LANE[2].m_axis_tdata_r[29]$_SDFFE_PN0P_,2,LANE[2].m_axis_tdata_r[29]$_SDFFE_PN0P_
6_report,LANE[1].m_axis_tdata_r[16]$_SDFFE_PN0P_,2,LANE[1].m_axis_tdata_r[16]$_SDFFE_PN0P_
-- routing by layer --
layer  vias to the layer above  wire length [um]  global-route usage, %
met3                         7              1320                   11.3
met4                         0                95                   2.53
met5                         -                 0                      0
met1                      1956              5710                   41.1
li1                       2002                 -                      -
met2                       162              5890                   43.2
-- metrics by stage --
stage | cell area, um2 | power [W] | setup WS [ps]
after detailed placement | 6430 | 0.00145 | 1100
after global placement | 6430 | 0.00145 | 1100
after floorplan | 4700 | 0.00135 | 2150
after global routing | 7020 | 0.00293 | 1040
final | 7020 | 0.00284 | 1110
after CTS | 7020 | 0.00286 | 1100
-- cells in the final DEF, fill, tap and decap left out, types with 2 or more instances in the layout --
| master | netlist | layout |
|---|---|---|
| clkdlybuf4s50_1 | 0 | 172 |
| dfxtp_1 | 132 | 132 |
| nand3b_1 | 128 | 128 |
| o21ai_0 | 126 | 126 |
| nand2_1 | 32 | 32 |
| clkbuf_16 | 0 | 16 |
| buf_4 | 4 | 10 |
| clkinvlp_4 | 0 | 5 |
| nand2b_1 | 4 | 4 |
| clkinv_4 | 0 | 3 |
| bufinv_16 | 0 | 3 |
| o21ai_1 | 2 | 2 |
| nand4b_1 | 2 | 2 |
| a21boi_0 | 2 | 2 |
| a21boi_1 | 2 | 2 |
| clkbuf_8 | 0 | 2 |
No activity file was given, so power comes from the tool's default toggle rates.
