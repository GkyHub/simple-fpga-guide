<file path="flow/design.v">
module axis_line_buffer#(
    parameter DATA_W    = 8,
    parameter MAX_WIDTH = 131,
    parameter WIN_H     = 3,
    parameter WIN_W     = 3
    )(
    input   clk,
    input   rst_n,
    input                   config_pulse,
    input   [16     -1 : 0] config_width,
    input   [16     -1 : 0] config_height,
    output                  done,
    input   [DATA_W -1 : 0] s_axis_pix_tdata,
    input                   s_axis_pix_tvalid,
    output                  s_axis_pix_tready,
    output  [WIN_H * WIN_W * DATA_W -1 : 0]
                            m_axis_win_tdata,
    output                  m_axis_win_tvalid,
    input                   m_axis_win_tready
    );
    wire    pipeline_enable;
    assign  pipeline_enable = s_axis_pix_tvalid && s_axis_pix_tready;
    reg     [16 -1 : 0] img_width_r;     
    reg     [16 -1 : 0] img_height_r;    
    always @ (posedge clk) begin
        if (!rst_n) begin
            img_width_r     <= 0;
            img_height_r    <= 0;
        end
        else if (done && config_pulse) begin
            img_width_r     <= config_width - 1;
            img_height_r    <= config_height - 1;
        end
    end
    reg     [16 -1 : 0] w_cnt_r;
    reg     [16 -1 : 0] h_cnt_r;
    always @ (posedge clk) begin
        if (!rst_n) begin
            w_cnt_r <= 0;
            h_cnt_r <= 0;
        end
        else if (done && config_pulse) begin
            w_cnt_r <= 0;
            h_cnt_r <= 0;
        end
        else if (pipeline_enable) begin
            if (w_cnt_r == img_width_r) begin
                h_cnt_r <= (h_cnt_r == img_height_r) ? 0 : h_cnt_r + 1;
                w_cnt_r <= 0;
            end
            else begin
                h_cnt_r <= h_cnt_r;
                w_cnt_r <= w_cnt_r + 1;
            end
        end
    end
    reg     done_r;
    assign  done = done_r;
    always @ (posedge clk) begin
        if (!rst_n) begin
            done_r <= 1'b1;
        end
        else if (config_pulse && done) begin
            done_r <= 1'b0;
        end
        else if (pipeline_enable && (w_cnt_r == img_width_r) &&
            (h_cnt_r == img_height_r)) begin
            done_r <= 1'b1;
        end
    end
    genvar iw, ih;
    generate
        for (ih = 0; ih < WIN_H; ih = ih + 1) begin: GEN_ROW
            wire    [DATA_W -1 : 0] row_in;
            wire    [DATA_W -1 : 0] row_out;
            reg     [(WIN_W - 1) * DATA_W   -1 : 0] row_data_r;
            assign  row_in = (ih > 0) ? GEN_ROW[ih - 1].row_out : s_axis_pix_tdata;
            if (WIN_W == 2) begin: W2
                always @ (posedge clk) begin
                    if (pipeline_enable) begin
                        row_data_r <= row_in;
                    end
                end
            end
            else begin: WW
                always @ (posedge clk) begin
                    if (pipeline_enable) begin
                        row_data_r <= {row_in, row_data_r[(WIN_W - 1) * DATA_W -1 : DATA_W]};
                    end
                end
            end
            if (ih < WIN_H - 1) begin: TOP_ROW
                cycle_buffer #(
                    .DEPTH          (MAX_WIDTH - WIN_W      ),
                    .DATA_W         (DATA_W                 )
                ) buffer_inst (
                    .clk            (clk                    ),
                    .rst_n          (rst_n                  ),
                    .config_pulse   (config_pulse && done   ),
                    .config_step    (config_width - WIN_W -1),
                    .data_i         (row_data_r[DATA_W-1 :0]),
                    .enable         (pipeline_enable        ),
                    .data_o         (row_out                )
                );
            end
            wire    [WIN_W * DATA_W -1 : 0] m_axis_row_tdata;
            assign  m_axis_row_tdata[DATA_W * WIN_W - 1 -: WIN_W] = row_in;
            assign  m_axis_row_tdata[DATA_W * (WIN_W - 1) -1 : 0] = row_data_r;
            assign  m_axis_win_tdata[(WIN_H - ih - 1) * (WIN_W * DATA_W) -1 
                -: (WIN_W * DATA_W)] = m_axis_row_tdata;
        end
    endgenerate
    reg     win_valid_r;
    always @ (posedge clk) begin
        if (!rst_n) begin
            win_valid_r <= 1'b0;
        end
        else if (pipeline_enable) begin
            if ((w_cnt_r == WIN_W - 2) && (h_cnt_r > WIN_H - 2)) begin
                win_valid_r <= 1'b1;
            end
            else if (w_cnt_r == img_width_r) begin
                win_valid_r <= 1'b0;
            end
        end
    end
    assign  m_axis_win_tvalid = win_valid_r && s_axis_pix_tvalid;
    assign  s_axis_pix_tready = m_axis_win_tready || !win_valid_r;
endmodule
module cycle_buffer #(
    parameter   DEPTH   = 128,
    parameter   DATA_W  = 8
    )(
    input   clk,
    input   rst_n,
    input                   config_pulse,
    input   [16     -1 : 0] config_step,
    input   [DATA_W -1 : 0] data_i,
    input                   enable,
    output  [DATA_W -1 : 0] data_o
    );
    reg     [16 -1 : 0] wr_addr_r;
    reg     [16 -1 : 0] rd_addr_r;
    always @ (posedge clk) begin
        if (!rst_n) begin
            wr_addr_r <= 0;
            rd_addr_r <= 0;
        end
        else if (config_pulse) begin
            wr_addr_r <= config_step;
            rd_addr_r <= 0;
        end
        else if (enable) begin
            wr_addr_r <= (wr_addr_r == DEPTH - 1) ? 0 : wr_addr_r + 1;
            rd_addr_r <= (rd_addr_r == DEPTH - 1) ? 0 : rd_addr_r + 1;
        end
    end
    reg     [DATA_W -1 : 0] buffer[0:DEPTH-1];
    reg     [DATA_W -1 : 0] data_o_r;
    assign  data_o = data_o_r;
    always @ (posedge clk) begin
        if (enable) begin
            data_o_r <= buffer[rd_addr_r];
        end
    end
    always @ (posedge clk) begin
        if (enable) begin
            buffer[wr_addr_r] <= data_i;
        end
    end
endmodule
</file>
<file path="flow/run.sh">
#!/bin/bash
# OpenROAD 26Q1-2900-gdf79404cd8, Yosys 0.63+post, stock flow scripts
make -C /OpenROAD-flow-scripts/flow DESIGN_CONFIG=/design/flow/config.mk WORK_HOME=/design/flow/orfs finish
</file>
<file path="flow/config.mk">
export PLATFORM = sky130hd
export DESIGN_NAME = axis_line_buffer
export DESIGN_NICKNAME = axis_line_buffer
export VERILOG_FILES = /design/flow/design.v
export SDC_FILE = /design/flow/constraint.sdc
export NUM_CORES = 4
export LEC_CHECK = 1
export CORE_UTILIZATION = 50
</file>
<file path="flow/constraint.sdc">
current_design axis_line_buffer

set clk_period 21.8
set clk_io_pct 0.2

create_clock -name clk0 -period $clk_period [get_ports {clk}]

set non_clock_inputs [all_inputs -no_clocks]
set_input_delay [expr $clk_period * $clk_io_pct] -clock clk0 $non_clock_inputs
set_output_delay [expr $clk_period * $clk_io_pct] -clock clk0 [all_outputs]
</file>
==> summary.txt <==
run results: status=finished clean, top post-synthesis cells by count=edfxtp_1 (1,064), nor2_1 (252), mux4_2 (195), slew margin rel.=between 20% and 30%, Worst Path Required=approximately 17 ns, postcts setup bufs=0, CP most frequent cell=clkdlybuf4s50_1, RSZ-0062 raised after global routing=no, CTS tree=done, Die Y=roughly 310 µm, Crit Path Max Fanout=6, final setup fails=0, Placed Instances=about 4,000, vias in the first global route=about 27,000, CP Capture Type=output pin, DR pass1 iterations=5, synth warn=about 40, worst skew pair latency=0.72 ns, pins over their slew limit=0, HP Class=register to register, Pleak=~16 nW, HPWL after detailed placement=74.26 mm, worst slew pin tran=1.049 ns, Max-area cell share=between 60% and 70%, Initial DRC Count=about 1,500, Avg WL per Cell=28.04 µm, Cell Pwr Density=~90 nW/µm², Syn-to-layout area delta=13.06%, H-tree Lvls=3, Final Total Pwr=roughly 4.7 mW, Yosys top cell by instances=edfxtp_1, Syn Area/Cell=around 17 µm², Period minus WS final=slightly above 10 ns, FILL cells=6,733, core area=92,080 µm², yosys cell count=approximately 2,700, tool warnings=30, Synthesized registers=1,162, Post-synth EDFFs=1,064, dpl cell area=slightly below 50,000 µm², final instance area=52,780 µm², final worst-path cycle share=a little under half, via count=~25,000, grt ovf=0, top cells, area=edfxtp_1 (68%), mux4_2 (9.4%), dfxtp_1 (4.2%), mux2i_1 (3.2%), nor2_1 (2.0%), Register Area=roughly 34,000 µm², floorplan utilization=approximately 51%, Antenna Cells=0, CTS Buf Count=117, TNS Setup=0 ns, WL final=approximately 120 mm, DRC Markers=0, Die Wd=roughly 300 µm, post-cts sizing count=0, final hold vios=0, hold-fix buffer count after cts=0, num rows=approximately 110, Die Size=~95,000 µm², distinct lib cells=65, crit path kind=input pin to output pin, largest net degree at the start of global routing=about 75, Worst setup SP type=input pin, clock buffer depth=3, Slowest cell on crit path=clkdlybuf4s50_1, share of layout cells above drive strength 1=between 10% and 20%, antenna violations before repair=2, clk root buf=clkbuf_16, Syn Std Cell Area=between 40,000 and 50,000 µm², skew final=a little under 0.04 ns, Peak Freq=around 0.098 GHz, crit-path cells=clkdlybuf4s50_1 -> nand2b_1 -> clkdlybuf4s50_1, Peak VDD IR=approximately 0.066 mV, ys flop type=edfxtp_1, critical path buffer and inverter count=2, CP arrival=around 5.8 ns, buffers added on ports=85, Vias/cell=6.011, Synth async-reset ratio=0%, Crit path max-delay family=buffers and inverters, maxcap violations=0, slowest stage delay, CP=0.55 ns, global-route wire length before repair=172.3 mm, CTS Sinks=1,162, Post-DRT Antenna Nets=0, yosys stat area=46,680 µm², I/O pins=between 100 and 150, final core occ=a little under three fifths, clock-pin transition on the worst setup and hold timing paths=0.06 ns, final non-filler cell total=approximately 4,200, post-synthesis sequential area ratio=72.65%, GRT Total Usage=between 20 and 30%, GPL Wtd Cong=between 0.9 and 1, cell taking the most area after synthesis=edfxtp_1, cell count after synthesis=roughly 2,700, Multi-input gate area=approximately 12,000 µm²
[logic make-up (layout without fill, tap and decap cells)]
family,Yosys count,count (layout),synth area share [%]
flip-flops,1162,1162,72.65
AND/OR/NAND/NOR,570,570,5.618
multiplexers,349,349,12.72
AND-OR/OR-AND,288,288,4.211
buffers and inverters,213,397,2.343
XOR/XNOR,115,115,2.158
adder cells (fa/ha/maj),11,11,0.2948
other,1,34,0.008033
[sequential cells by signal, summed over array words and instances, names as in the netlist]
signal,cells
GEN_ROW.TOP_ROW.buffer_inst.buffer,1024
GEN_ROW.row_data_r,32
GEN_ROW.TOP_ROW.buffer_inst.rd_addr_r,16
GEN_ROW.TOP_ROW.buffer_inst.wr_addr_r,16
h_cnt_r,16
img_height_r,16
img_width_r,16
w_cnt_r,16
GEN_ROW.TOP_ROW.buffer_inst.data_o_r,8
done_r,1
win_valid_r,1
[cells in the final DEF (no fill, tap or decap), drive strengths merged, types with 45 or more instances in the layout]
master / Yosys / final
a211oi: 56 / 56
a21oi: 59 / 59
a22oi: 45 / 45
buf: 115 / 79
clkbuf: 80 / 130
clkdlybuf4s50: 0 / 85
clkinv: 1 / 56
dfxtp: 98 / 98
edfxtp: 1064 / 1064
mux2i: 150 / 150
mux4: 195 / 195
nand2: 99 / 99
nand3: 67 / 67
nor2: 253 / 253
xnor2: 60 / 60
xor2: 55 / 55
[power by group]
group	total (mW)	leakage, nW	internal (mW)	switching, mW
sequential	2.47	10.4	2.45	0.0183
combinational	0.220	3.75	0.0788	0.142
clock	2.04	1.92	1.20	0.838
total	4.73	16.1	3.73	0.998
[area by class of cell]
class / instances / share of cell area [%]
Tap cell: 1243 / 2.947
Inverter: 18 / 0.1280
Multi-Input combinational cell: 1367 / 22.38
Sequential cell: 1162 / 64.28
Clock inverter: 85 / 1.780
Clock buffer: 130 / 5.721
Timing Repair Buffer: 164 / 2.760
[stage by stage]
| stage | setup slack [ns] | hold slack, ns |
|---|---|---|
| 3_3_place_gp | 11.63 | 0.4086 |
| 4_1_cts | 11.58 | 0.4185 |
| 3_5_place_dp | 11.58 | 0.4045 |
| 5_1_grt | 11.56 | 0.4314 |
| 6_report | 11.60 | 0.4179 |
| 2_1_floorplan | 12.91 | 0.4003 |
[final timing paths]
check             slack [ns]                                   startpoint                                         end  cells after the start
hold / removal          0.42   GEN_ROW[0].TOP_ROW.buffer_inst.data_o_r[6]                   GEN_ROW[1].row_data_r[14]                      0
setup / recovery       11.60                            m_axis_win_tready                           s_axis_pix_tready                      3
setup reg to reg       17.22  GEN_ROW[0].TOP_ROW.buffer_inst.rd_addr_r[1]  GEN_ROW[0].TOP_ROW.buffer_inst.data_o_r[2]                      9
hold reg to reg         0.42   GEN_ROW[0].TOP_ROW.buffer_inst.data_o_r[6]                   GEN_ROW[1].row_data_r[14]                      0
[metal layers]
| metal | part of all wire [%] | track usage [%] | vias to the layer above | wire (µm) |
|---|---|---|---|---|
| met1 | 34 | 38.61 | 12450 | 39980 |
| met4 | 2.9 | 6.653 | 4 | 3425 |
| met2 | 46 | 39.26 | 1516 | 53930 |
| met5 | 0.069 | 0.4134 | - | 81 |
| met3 | 17 | 20.14 | 177 | 19470 |
| li1 | - | - | 10920 | - |
[worst reg2reg max path, stage by stage, from the launching register on]
cell and delay [ns]:
dfxtp_4 0.76, buf_4 0.54, buf_4 0.50, buf_12 0.46, buf_4 0.60, mux4_2 0.63
nor2b_1 0.16, a21oi_1 0.15, a31oi_1 0.09, o32a_1 0.41
Power figures rest on the tool's default switching activity, not on a simulated workload.
