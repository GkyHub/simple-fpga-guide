--- flow/constraint.sdc ---
current_design adder_tree

set clk_period 1.4
set clk_io_pct 0.2

create_clock -name clk0 -period $clk_period [get_ports {clk}]

set non_clock_inputs [all_inputs -no_clocks]
set_input_delay [expr $clk_period * $clk_io_pct] -clock clk0 $non_clock_inputs
set_output_delay [expr $clk_period * $clk_io_pct] -clock clk0 [all_outputs]
--- flow/run.sh ---
#!/bin/bash
# OpenROAD 26Q1-2900-gdf79404cd8, Yosys 0.63+post, stock flow scripts
make -C /OpenROAD-flow-scripts/flow DESIGN_CONFIG=/design/flow/config.mk WORK_HOME=/design/flow/orfs finish
--- flow/design.v ---
module adder_tree #(
    parameter DATA_I_W      = 8,
    parameter DATA_NUM      = 16,
    parameter C_DATA_O_W    = DATA_I_W + $clog2(DATA_NUM)
    )(
    input   clk,
    input   rst_n,
    input   [DATA_I_W * DATA_NUM    -1 : 0] s_axis_din_data,
    input                                   s_axis_din_valid,
    output                                  s_axis_din_ready,
    output  [C_DATA_O_W             -1 : 0] m_axis_dout_data,
    output                                  m_axis_dout_valid,
    input                                   m_axis_dout_ready
    );
    localparam PIPE_NUM = C_DATA_O_W - DATA_I_W;
    reg     [PIPE_NUM  -1 : 0] valid_r;
    wire    has_workload = (|valid_r[PIPE_NUM -2 : 0]) || s_axis_din_valid;
    wire    stall = m_axis_dout_valid && !m_axis_dout_ready;
    always @ (posedge clk) begin
        if (~rst_n) begin
            valid_r <= {PIPE_NUM{1'b0}};
        end
        else if (!stall && has_workload) begin
            valid_r <= {valid_r[PIPE_NUM -2 : 0], s_axis_din_valid};
        end
    end
    assign  s_axis_din_ready = !stall;
    assign  m_axis_dout_valid = valid_r[PIPE_NUM - 1];
    wire    [C_DATA_O_W * (DATA_NUM) - 1 * 2    -1 : 0] internal_res;
    genvar i;
    generate
        for (i = 0; i < DATA_NUM - 1; i = i + 1) begin: ADDER_ARRAY
            reg     [C_DATA_O_W -1 : 0] sum_r;
            wire    [C_DATA_O_W -1 : 0] op1, op2;
            assign  internal_res[C_DATA_O_W * (i + 1) -1 -: C_DATA_O_W] = sum_r;
            assign  op1 = internal_res[C_DATA_O_W * (i * 2 + 2) -1 -: C_DATA_O_W];
            assign  op2 = internal_res[C_DATA_O_W * (i * 2 + 3) -1 -: C_DATA_O_W];
            always @ (posedge clk) begin
                if (!stall && has_workload) begin
                    sum_r <= op1 + op2;
                end
            end
        end: ADDER_ARRAY
        for (i = 0; i < DATA_NUM; i = i + 1) begin: INPUT_ARRAY
            wire    sign;
            assign  sign = s_axis_din_data[(i + 1) * DATA_I_W - 1];
            assign  internal_res[C_DATA_O_W * (DATA_NUM + i) -1 : 0] = {
                {(C_DATA_O_W - DATA_I_W){sign}},     
                s_axis_din_data[(i + 1) * DATA_I_W - 1 -: DATA_I_W]
            };
        end: INPUT_ARRAY
    endgenerate
    assign  m_axis_dout_data = internal_res[C_DATA_O_W  -1 : 0];
endmodule
--- flow/config.mk ---
export PLATFORM = sky130hd
export DESIGN_NAME = adder_tree
export DESIGN_NICKNAME = adder_tree
export VERILOG_FILES = /design/flow/design.v
export SDC_FILE = /design/flow/constraint.sdc
export NUM_CORES = 4
export LEC_CHECK = 1
export CORE_AREA = 10 10 70 70
export DIE_AREA = 0 0 80 80
==> impl_metrics.env <==
# implementation run metrics
export IMPL_top_area_share_pct=85.6
export IMPL_first_error="ERROR: Found 128 problems in 'check -assert'."
export IMPL_synth_top_cells_by_area="buf_4, dfxtp_1, mux2i_1"
export IMPL_yosysUniqueCellTypes=9
export IMPL_haltStage="synthesis (1_2_yosys)"
export IMPL_yosys_warnings=49
export IMPL_synth_yosys_chip_area_um2=1230
export IMPL_cells_in_synth_stat_txt=156
export IMPL_netlist_top_cell_by_area="buf_4"
export IMPL_yosysSeqAreaShare_pct=6.52
export IMPL_status="did not finish"
export IMPL_synth_flops=4
## synth_stat cells (all sizes together)
master	count
a21oi	1
buf	141
conb	1
dfxtp	4
mux2i	3
nand2b	1
nor2b	4
o31ai	1
## cells by family after synthesis
family,synth area share [%]
AND-OR/OR-AND,1.02
multiplexers,2.45
other,0.306
AND/OR/NAND/NOR,3.16
flip-flops,6.52
buffers and inverters,86.5
